`./constraint.sdc`:
```
current_design dphy_iserdes

set clk_period 1.0
set clk_io_pct 0.2

create_clock -name clk0 -period $clk_period [get_ports {dphy_clk}]
create_clock -name clk1 -period $clk_period [get_ports {sys_clk}]

set non_clock_inputs [all_inputs -no_clocks]
set_input_delay [expr $clk_period * $clk_io_pct] -clock clk0 $non_clock_inputs
set_output_delay [expr $clk_period * $clk_io_pct] -clock clk0 [all_outputs]
```
`./config.mk`:
```
export PLATFORM = sky130hd
export DESIGN_NAME = dphy_iserdes
export DESIGN_NICKNAME = dphy_iserdes
export VERILOG_FILES = /design/flow/design.v
export SDC_FILE = /design/flow/constraint.sdc
export NUM_CORES = 4
export LEC_CHECK = 1
export CORE_AREA = 10 10 82 82
export DIE_AREA = 0 0 92 92
```
`./run.sh`:
```
#!/bin/bash
# OpenROAD 26Q1-2900-gdf79404cd8, Yosys 0.63+post, stock flow scripts
make -C /OpenROAD-flow-scripts/flow DESIGN_CONFIG=/design/flow/config.mk WORK_HOME=/design/flow/orfs finish
```
`./design.v`:
```
module dphy_iserdes(
	input dphy_clk,  
	input [1:0] din,  
	input sys_clk,  
	input areset,  
	output [7:0] dout  
);
	parameter REG_INPUT = 1'b0;
	parameter NUM_OUT_SYNCFFS = 2;
	wire [1:0] iserdes_din;
	generate
	if (REG_INPUT) begin
	  reg [1:0] din_reg;
		always @(posedge dphy_clk, posedge areset)
		  if (areset)
				din_reg <= 2'b00;
			else
				din_reg <= din;
		assign iserdes_din = din_reg;
	end else begin
	  assign iserdes_din = din;
	end
	endgenerate
	reg [7:0] reg_word;
	always @(posedge dphy_clk, posedge areset)
		if (areset)
			reg_word <= 0;
		else
			reg_word <= {iserdes_din, reg_word[7:2]};  
	reg [7:0] out_sync_regs[0:NUM_OUT_SYNCFFS-1];
	integer i;
	always @(posedge sys_clk, posedge areset)
		if (areset)
			for (i = 0; i < NUM_OUT_SYNCFFS; i = i + 1)
				out_sync_regs[i] <= 0;
		else begin
			for (i = 1; i < NUM_OUT_SYNCFFS; i = i + 1)
				out_sync_regs[i] <= out_sync_regs[i-1];
			out_sync_regs[0] <= reg_word;
		end
	assign dout = out_sync_regs[NUM_OUT_SYNCFFS-1];
endmodule
```
==> results.tsv <==
metric	value	unit
outcome	finished clean	
# Cells Yosys	25	
Critical Path Fanout Max	1	
pre-CTS WS	0.0227	ns
Seq/Total Area, Yosys	0.994	
Detailed Route Iter0 Violations	10	
initial antenna violation count	0	
RePlAce Congestion	0.681	
Pre-antenna DRT Iters	2	
fin cells	114	
Port Buffer Count	11	
biggest area consumer among synthesized cells	dfrtp_1	
largest cells by area after synthesis	dfrtp_1 (99%), inv_1 (0.62%)	
YS chip area	604	sq um
synthesis-stage register bit count	24	
fp util	0.119	
Reg clk slew, reported paths	0.06	ns
Post-CTS Hold Buffers	0	
die span in y	92	microns
Via density	2.21	
Mapped Area	604	sq um
CTS tree	done	
clock sink count	24	
CP Class	reg2out	
final wirelength	819	microns
top cell type's share of synthesized area	0.994	
Crit path max-delay family	flip-flops	
number of antenna diodes	0	
LEAKAGE	0.391	nW
slew margin rel.	0.918	
combinational gate area	0	sq um
Setup crit end kind	output pin	
share of layout cells above drive strength 1	0.295	
crit path buf inv count	1	
synthesized area per cell	24.2	sq um
Required @ worst endpoint	0.80	ns
Data arrival, critical path	0.77	ns
RSZ-0062 raised after global routing	no	
Worst Skew	0.00115	ns
Post-Synthesis Cells	25	
Final WS setup	0.0329	ns
gr usage total	0.0214	
Slew Limit Fails	0	
worst vdd ir	0.000685	V
# IOs	13	
hold_ws	0.287	ns
final hold violation count	0	
Max-Cap Viols	0	
overall power	0.00199	W
TNS Setup	0	ns
global-route wire length before repair	1440	microns
area grow syn2layout	47.8	%
DP Cell Count	107	
chip area	0.00846	sq mm
Slew @ Worst Pin	0.123	ns
Wirelength per Cell	7.18	microns
largest net degree at the start of global routing	25	
CP startpoint kind	register	
vias	252	
# setup viols final	0	
vias in the first global route	296	
DRC viols	0	
antenna-violating nets left	0	
Die Width	92	microns
Log Warnings	26	
Remaining Overflow, GRT	0	
FP Rows	26	
CORE AREA	0.00507	sq mm
power density over the cells	2230	mW/mm^2
slowest cell on the critical path	dfrtp_1	
Synthesis Warnings	2	
worst reg-to-reg setup slack	0.50	ns
worst min-delay path category	in2async	
distinct cell type count after synthesis	2	
comb_multi_in	0	
crit path cell chain	clkdlybuf4s15_1	
Worst path max stage delay	0.36	ns
## final cells by class
class | instances | area [sq um]
clock buffer | 7 | 96.3
sequential | 24 | 601
inverter | 1 | 3.75
timing repair buffer | 12 | 105
tap | 70 | 87.6
fill | 563 | 4180
## state kept, by name, indices dropped and copies added (netlist names)
register and cells:
reg_word 8, out_sync_regs 16
## synthesized netlist by cell type
master and number:
inv_1 1, dfrtp_1 24
## per-stage QoR
stage	util	instance area, sq um
finish	0.176	893
global route	0.176	893
CTS	0.181	918
detailed placement	0.162	822
global placement	0.162	822
floorplan	-	604
## repair_timing
action / 4_1_cts / 5_1_grt
setup buffers: 0 / 0
setup endpoints to repair: 8 / 5
gates resized: 16 / 5
cloned: 0 / 0
## where the power goes
part	total, W	switching, W	internal [W]
clock network	0.000900	0.000293	0.000607
logic	0.0000541	0.0000223	0.0000319
registers	0.00104	0.0000147	0.00102
## cells in the final DEF (no fill, tap or decap), drive strengths merged
cell and instances:
clkdlybuf4s15 3, dfrtp 24, clkbuf 12, buf 1
clkdlybuf4s50 3, inv 1
## cells by family after synthesis
logic type | Yosys count | share of synthesized area
buf+inv | 1 | 0.00621
flops | 24 | 0.994
## per-layer routing
layer,vias up,track usage,routed length [microns]
met2,18,0.0206,221
met4,0,0.0129,44
met1,116,0.0237,386
met3,4,0.0272,166
li1,114,-,-
met5,-,0,0
## final timing paths
path / cells after the start / startpoint / endpoint
min in group clk1: 0 / reg_word[0]$_DFF_PP0_ / out_sync_regs[0][0]$_DFF_PP0_
min reg2reg: 0 / reg_word[0]$_DFF_PP0_ / out_sync_regs[0][0]$_DFF_PP0_
min: 3 / areset / out_sync_regs[1][7]$_DFF_PP0_
min in group clk0: 0 / reg_word[6]$_DFF_PP0_ / reg_word[4]$_DFF_PP0_
max in group clk1: 0 / out_sync_regs[0][6]$_DFF_PP0_ / out_sync_regs[1][6]$_DFF_PP0_
max reg2reg: 0 / reg_word[5]$_DFF_PP0_ / reg_word[3]$_DFF_PP0_
max: 1 / out_sync_regs[1][4]$_DFF_PP0_ / dout[4]
max in group asynchronous: 3 / areset / reg_word[0]$_DFF_PP0_
Power figures rest on the tool's default switching activity, not on a simulated workload.
