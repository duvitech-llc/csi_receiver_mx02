File: flow/config.mk
export PLATFORM = sky130hd
export DESIGN_NAME = csi_rx_packet_handler
export DESIGN_NICKNAME = csi_rx_packet_handler
export VERILOG_FILES = /design/flow/design.v
export SDC_FILE = /design/flow/constraint.sdc
export NUM_CORES = 4
export LEC_CHECK = 1
export CORE_UTILIZATION = 50
File: flow/run.sh
#!/bin/bash
# OpenROAD 26Q1-2900-gdf79404cd8, Yosys 0.63+post, stock flow scripts
make -C /OpenROAD-flow-scripts/flow DESIGN_CONFIG=/design/flow/config.mk WORK_HOME=/design/flow/orfs finish
File: flow/design.v
module csi_rx_packet_handler #(
	parameter [1:0] VC = 2'b00,  
	parameter [5:0] FS_DT = 6'h00,  
	parameter [5:0] FE_DT = 6'h01,  
	parameter [5:0] VIDEO_DT = 6'h2A,  
	parameter [15:0] MAX_LEN = 8192  
) (
	input clock,  
	input reset,  
	input enable,  
	input [31:0] data,  
	input data_enable,  
	input data_frame,  
	input lp_detect,  
	output sync_wait,  
	output packet_done,  
	output reg [31:0] payload,  
	output reg payload_enable,  
	output reg payload_frame,  
	output reg vsync,  
	output reg in_frame,
	output reg in_line
);
	wire [1:0] hdr_vc;
	wire [5:0] hdr_dt;
	wire [15:0] hdr_packet_len;
	wire [7:0] hdr_ecc, expected_ecc;
	wire long_packet, valid_packet;
	wire is_hdr;
	reg [15:0] packet_len;
	reg [2:0] state;
	reg [15:0] bytes_read;
	always @(posedge clock)
	begin
		if (reset) begin
			state <= 3'b000;
			packet_len <= 0;
			bytes_read <= 0;
			payload <= 0;
			payload_enable <= 0;
			payload_frame <= 0;
			vsync <= 0;
			in_frame <= 0;
			in_line <= 0;
		end else if (enable) begin
			if (lp_detect) begin
				state <= 3'b000;
			end else begin
				case (state)
					3'b000: state <= 3'b001;  
					3'b001: begin  
						bytes_read <= 0;
						if (data_enable) begin
							packet_len <= hdr_packet_len;
							if (long_packet && valid_packet)
								state <= 3'b010;
							else
								state <= 3'b011;
						end
					end
					3'b010: begin  
						if (data_enable) begin
							if ((bytes_read < (packet_len - 4)) && (bytes_read < MAX_LEN))
								bytes_read <= bytes_read + 4;
							else
								state <= 3'b011;
						end
					end
					3'b011: state <= 3'b100;  
					3'b100: state <= 3'b001;  
					default: state <= 3'b000;
				endcase
			end
			if (is_hdr && hdr_dt == FS_DT && valid_packet)
				in_frame <= 1'b1;
			else if (is_hdr && hdr_dt == FE_DT && valid_packet)
				in_frame <= 1'b0;
			if (is_hdr && hdr_dt == VIDEO_DT && valid_packet)
				in_line <= 1'b1;
			else if (state != 3'b010 && state != 3'b001)
				in_line <= 1'b0;
			vsync <= (is_hdr && hdr_dt == FS_DT && valid_packet);
			payload <= data;
			payload_frame <= (state == 3'b010);
			payload_enable <= (state == 3'b010) && data_enable;
		end
	end
	assign hdr_vc = data[7:6];
	assign hdr_dt = data[5:0];
	assign hdr_packet_len = data[23:8];
	assign hdr_ecc = data[31:24];
	csi_header_ecc ecc_i (
		.data(data[23:0]),
		.ecc(expected_ecc)
	);
	assign long_packet = hdr_dt > 6'h0F;
	assign valid_packet = (hdr_vc == VC)
							&& (hdr_dt == FS_DT || hdr_dt == FE_DT || hdr_dt == VIDEO_DT)
							&& (hdr_ecc == expected_ecc);
	assign is_hdr = data_enable && (state == 3'b001);
	assign sync_wait = (state == 3'b001);
	assign packet_done = (state == 3'b011) || lp_detect;
endmodule
 module csi_header_ecc (
	 input [23:0] data,
	 output [7:0] ecc
);
	assign ecc[7:6] = 2'b00;
	assign ecc[5] = data[10] ^ data[11] ^ data[12] ^ data[13] ^ data[14] ^ data[15] ^ data[16] ^ data[17] ^ data[18] ^ data[19] ^ data[21] ^ data[22] ^ data[23];
	assign ecc[4] = data[4] ^ data[5] ^ data[6] ^ data[7] ^ data[8] ^ data[9] ^ data[16] ^ data[17] ^ data[18] ^ data[19] ^ data[20] ^ data[22] ^ data[23];
	assign ecc[3] = data[1] ^ data[2] ^ data[3] ^ data[7] ^ data[8] ^ data[9] ^ data[13] ^ data[14] ^ data[15] ^ data[19] ^ data[20] ^ data[21] ^ data[23];
	assign ecc[2] = data[0] ^ data[2] ^ data[3] ^ data[5] ^ data[6] ^ data[9] ^ data[11] ^ data[12] ^ data[15] ^ data[18] ^ data[20] ^ data[21] ^ data[22];
	assign ecc[1] = data[0] ^ data[1] ^ data[3] ^ data[4] ^ data[6] ^ data[8] ^ data[10] ^ data[12] ^ data[14] ^ data[17] ^ data[20] ^ data[21] ^ data[22] ^ data[23];
	assign ecc[0] = data[0] ^ data[1] ^ data[2] ^ data[4] ^ data[5] ^ data[7] ^ data[10] ^ data[11] ^ data[13] ^ data[16] ^ data[20] ^ data[21] ^ data[22] ^ data[23];
endmodule
File: flow/constraint.sdc
current_design csi_rx_packet_handler

set clk_period 8.4
set clk_io_pct 0.2

create_clock -name clk0 -period $clk_period [get_ports {clock}]

set non_clock_inputs [all_inputs -no_clocks]
set_input_delay [expr $clk_period * $clk_io_pct] -clock clk0 $non_clock_inputs
set_output_delay [expr $clk_period * $clk_io_pct] -clock clk0 [all_outputs]
==> job_summary.md <==
## PnR job results

| Metric | Value |
|---|---|
| Status | complete, no violations |
| Remaining global-route overflow | 0 |
| Vias in the first global route | 3014 |
| Antenna Cells | 0 |
| Mapped Cells | 437 |
| Mux area share | 0.0867 |
| Latency at later pin | between 0.3 and 0.4 ns |
| Fraction of layout cells with a size suffix above 1 | 0.0547 |
| Cell Area, Synth | 3920 µm² |
| Biggest area cells | dfxtp_1 37%, xnor2_1 9.4%, mux2i_1 8.7% |
| Log Warnings | 30 |
| Drt pass-1 iters | 4 |
| Number of enable flip-flop cells | 0 |
| P_leak | about 0.0021 µW |
| Final Wtd Congestion | around 0.85 |
| TritonCTS buffer count | 9 |
| CP cell instances | clkdlybuf4s50_1 > or2_2 > clkdlybuf4s50_1 |
| Warnings, synthesis | 1 |
| Most instantiated logic cell after routing | clkdlybuf4s50_1 |
| Crit path arrival time | 2.92 ns |
| Clock root buffer | clkbuf_8 |
| Power per cell area | roughly 170 nW/µm² |
| Residual DRC count | 0 |
| Max-Slew Margin vs Limit | 0.563 |
| Final Max Slew Viols | 0 |
| Final setup vio count | 0 |
| Row cnt | 31 |
| First-pass GRT wire length | 14.3 mm |
| Leading area contributor after synthesis | dfxtp_1 |
| Clock Pin Slew Worst Setup and Hold Paths | 0.08 ns |
| Clock H-tree levels | 3 |
| Critical path capture point type | output pin |
| Adder-Cell Fraction of Synth Area | 0.0670 |
| Total die area | 8210 µm² |
| Share of flip-flops with an asynchronous set or reset after synthesis | 0 |
| Ys cells | around 440 |
| Antenna violations before repair | 0 |
| Gr usage total | 0.220 |
| Final hold violation count | 0 |
| Clk sinks | 72 |
| Core ar. | 7410 µm² |
| Die width | 90.6 µm |
| Peak supply drop | 116 µV |
| Fin area | just under 5000 µm² |
| Post-Synth XOR/XNOR Area | 0.146 |
| CTS tree | yes |
| Final clock skew | 0.00968 ns |
| Yosys reg bits | 72 |
| FP Core Util | 0.530 |
| Synth Flop Type | dfxtp_1 |
| Register area share after synthesis | 0.367 |
| Syn_area_per_cell | 8.98 µm² |
| Post-DP HPWL | 6.09 mm |
| Layout fillers | 597 |
| Largest net degree at the start of global routing | ~64 |
| Post-CTS setup buffers | 0 |
| Largest type area fraction | 0.367 |
| I/O pins | 77 |
| PortBufs | 75 |
| Hold crit path type | reg -> reg |
| Aoi/oai-family share of the synthesized area | 0.105 |
| Worst setup path start | lp_detect |
| Drt via density | 5.22 |
| WL final | 8.36 mm |
| Layout area overhead | 26.3% |
| Max FO, Critical Path | 7 |
| Synth Area in Simple Gates | 0.199 |
| Worst-Margin Slew | 0.655 ns |
| Critical path's most frequent cell | clkdlybuf4s50_1 |
| Resize count post-CTS | 0 |
| Number of hold buffers added after cts | 0 |
| Maximum buffer depth of the clock tree | 2 |
| DRT iter0 DRCs | 107 |
| Most numerous logic cells after layout | 73 x clkdlybuf4s50_1, 72 x dfxtp_1, 52 x nand2_1, 46 x nor2_1, 42 x xnor2_1 |
| Non-filler cells, final | roughly 610 |
| Setup TNS | 0 ns |
| Distinct cells, synth | 50 |
| Hold_sp | vsync$_SDFFE_PP0P_ |
| Yosys chip area | 3920 µm² |
| Die Y-Extent | 90.6 µm |
| Reg2Reg Launch Point | packet_len[4]$_SDFFE_PP0P_ |
| Setup Crit Path Kind | in -> out |
| RSZ-0062 raised after global routing | false |
| CP Launch Type | input port |
| MaxCap Viol Count | 0 |
| Placement Cell Area | 4730 µm² |
| Final Cycle Share | 0.547 |
| Placed Cells | 595 |
| Crit path DRT | 6.72 ns |
| Crit path max-delay cell type | clkdlybuf4s50_1 |
| Min cycle time layout | roughly 4.6 ns |
| Via count | approximately 3200 |
| Antenna Violating Nets Remaining | 0 |
| FMAX | 218 MHz |
| Avg WL per Cell | about 14 µm |
| Top logic family | simple AND/OR/NAND/NOR gates |
| Critical Path Max Stage Delay | 0.51 ns |
-- logic make-up (layout without fill, tap and decap cells) --
kind of cell / Yosys count / in the layout
DFF: 72 / 72
buffers and inverters: 29 / 104
xor gates and xnor gates: 56 / 56
AOI/OAI and AO/OA: 65 / 65
and+or+nand+nor: 160 / 160
muxes: 34 / 34
adders and majority gates: 21 / 21
-- cell usage after synthesis, types with 2 or more instances --
cell      number
a21o_1         4
a21oi_1       36
a22oi_1        2
and2_1         3
and3_1         5
buf_1          5
clkbuf_1      12
dfxtp_1       72
ha_1          21
inv_1         10
mux2i_1       34
nand2_1       52
nand2b_1       5
nand3_1        9
nand4_1        3
nor2_1        46
nor2b_1        2
nor3_1         7
nor3b_1        2
nor4_1         5
o211ai_1       2
o21a_1         2
o21ai_0        3
o21ai_1        2
o31ai_1        5
or3_1          5
or4_1          7
xnor2_1       42
xnor3_1        6
xor2_1         8
-- metal layers --
layer	vias up	GRT usage	part of all wire
met5	-	0	0
met2	55	0.321	0.42
met4	0	0.0255	0.013
met3	11	0.0547	0.048
met1	1460	0.349	0.51
li1	1661	-	-
-- metrics by stage --
step | hold slack [ns] | setup slack, ns | total power [µW] | utilization
after floorplan | 0.422 | 4.34 | 456 | -
after global placement | 0.446 | 3.80 | 512 | 0.638
after detailed placement | 0.449 | 3.80 | 513 | 0.638
after CTS | 0.461 | 3.79 | 826 | 0.669
after global routing | 0.492 | 3.52 | 857 | 0.669
final | 0.459 | 3.80 | 818 | 0.669
-- critical path: cells and delay by family --
kind | cells | cell delay, ns
buffers and inverters | 2 | 0.90
and+or+nand+nor | 1 | 0.33
-- registers in the layout, indices dropped and copies added, names as in the netlist --
name	flops
payload	32
packet_len	16
bytes_read	14
state	5
in_frame	1
in_line	1
payload_enable	1
payload_frame	1
vsync	1
-- worst paths after layout --
path                                 end  slack [ns]  cells after the start
max                          packet_done        3.80                      3
min                   vsync$_SDFFE_PP0P_        0.46                      2
max reg2reg  bytes_read[12]$_SDFFE_PP0P_        3.89                     15
min reg2reg           vsync$_SDFFE_PP0P_        0.46                      2
-- cell type report --
type / count / area, µm² / area share
Timing Repair Buffer: 77 / 756 / 0.152
Tap cell: 99 / 124 / 0.0250
Clock inverter: 6 / 91.3 / 0.0184
Inverter: 11 / 41.3 / 0.00833
Clock buffer: 10 / 138 / 0.0278
Sequential cell: 72 / 1440 / 0.291
Multi-Input combinational cell: 336 / 2370 / 0.477
-- power breakdown --
group          switching [µW]  internal (µW)  total, µW
clock network             136            177        313
registers                5.78            352        357
logic                    63.7           83.8        148
Power and IR drop assume default switching activity.
